<file path="config.mk">
export PLATFORM = sky130hd
export DESIGN_NAME = object_ctrl
export DESIGN_NICKNAME = object_ctrl
export VERILOG_FILES = /design/flow/design.v
export SDC_FILE = /design/flow/constraint.sdc
export NUM_CORES = 4
export LEC_CHECK = 1
export CORE_UTILIZATION = 30
</file>
<file path="constraint.sdc">
current_design object_ctrl

set clk_period 4.6
set clk_io_pct 0.2

create_clock -name clk0 -period $clk_period [get_ports {clk}]

set non_clock_inputs [all_inputs -no_clocks]
set_input_delay [expr $clk_period * $clk_io_pct] -clock clk0 $non_clock_inputs
set_output_delay [expr $clk_period * $clk_io_pct] -clock clk0 [all_outputs]
</file>
<file path="design.v">
module object_ctrl
(
   input  wire        clk,
   input  wire        rst,
   input  wire        update_allow_frist_pluse, 
   input  wire        update_allow_first_pluse_16dly, 
   input  wire        up_en, 
   input  wire        down_en, 
   output wire [10:0]  wall_x_l,
   output wire [10:0]  wall_x_r,
   output wire [10:0]  wall_y_t,
   output wire [10:0]  wall_y_b,
   output wire [10:0]  bar_x_l,
   output wire [10:0]  bar_x_r,
   output wire [10:0]  bar_y_t,
   output wire [10:0]  bar_y_b,
   output wire [10:0]  ball_x_l,
   output wire [10:0]  ball_x_r,
   output wire [10:0]  ball_y_t,
   output wire [10:0]  ball_y_b,
   output wire        hit,
   output wire        miss
); 
   parameter MAX_Y   =  480;
   parameter MAX_X   =  640;  
   parameter WALL_X_L = 32;
   parameter WALL_X_R = 35;
   parameter WALL_Y_T = 0;
   parameter WALL_Y_B = 479; 
   parameter BAR_X_L = 600; 
   parameter BAR_X_R = 604; 
   parameter BAR_Y_V = 3 ;  
   parameter BAR_Y_SIZE = 72; 
   parameter BALL_X_V = 2 ;  
   parameter BALL_Y_V = 2 ;  
   parameter BALL_SIZE = 8; 
   reg [10:0]  bar_y_b_reg, bar_y_t_r, bar_y_b_r;   
   reg [10:0]  ball_y_offset, ball_x_offset; 
   reg [10:0]  ball_y_b_reg, ball_y_t_r, ball_y_b_r;   
   reg [10:0]  ball_x_r_reg, ball_x_l_r, ball_x_r_r;   
   reg        v_hit_r, h_hit_r, hit_r, miss_r ; 
   assign wall_x_l = WALL_X_L;
   assign wall_x_r = WALL_X_R;
   assign wall_y_t = WALL_Y_T;
   assign wall_y_b = WALL_Y_B;
   assign bar_x_l = BAR_X_L;
   assign bar_x_r = BAR_X_R;
   assign bar_y_t = bar_y_t_r; 
   assign bar_y_b = bar_y_b_r; 
   always @( posedge clk ) begin 
      if ( rst ) begin 
         bar_y_b_reg <= BAR_Y_SIZE - 1'b1 ;   
      end else if ( update_allow_frist_pluse ) begin 
         if ( up_en ) begin
            if ( bar_y_b_reg > ( BAR_Y_SIZE + BAR_Y_V -1 ) ) begin 
               bar_y_b_reg  <= bar_y_b_reg - BAR_Y_V ; 
            end else begin
               bar_y_b_reg  <= BAR_Y_SIZE - 1 ; 
            end
         end else if ( down_en ) begin
            if ( bar_y_b_reg  < ( MAX_Y - BAR_Y_V ) ) begin 
               bar_y_b_reg  <= bar_y_b_reg + BAR_Y_V ; 
            end else begin 
               bar_y_b_reg  <= MAX_Y - 1 ; 
            end
         end 
      end
   end   
   always @( posedge clk ) begin 
      if (  update_allow_first_pluse_16dly ) begin  
         bar_y_t_r  <= bar_y_b_reg - BAR_Y_SIZE + 1'b1 ; 
         bar_y_b_r  <= bar_y_b_reg ; 
      end   
   end 
   assign ball_x_l = ball_x_l_r;
   assign ball_x_r = ball_x_r_r;
   assign ball_y_t = ball_y_t_r; 
   assign ball_y_b = ball_y_b_r; 
   always @( posedge clk ) begin 
      if ( rst ) begin 
         ball_y_offset <= -BALL_Y_V ;                   
         v_hit_r       <= 1'b0;  
      end else begin 
         v_hit_r         <= 1'b0;  
         if ( ball_y_b_reg <  BALL_SIZE ) begin      
            ball_y_offset <= BALL_Y_V ;                    
         end else if ( ball_y_b_reg >= ( MAX_Y - 1 ) ) begin      
            ball_y_offset <= -BALL_Y_V ;                   
         end else if (  ( ball_x_l_r  >= ( bar_x_l - 5 ) ) && ( ball_x_r_r <= ( bar_x_r + 5 ) ) )  begin 
            if ( ( ball_y_b_r >= bar_y_t_r ) && ( ball_y_b_r <= bar_y_t_r + BALL_SIZE ) ) begin 
               ball_y_offset <= -BALL_Y_V ;                   
               v_hit_r       <= 1'b1;  
            end else if ( ( ball_y_t_r <= bar_y_b_r ) && ( ball_y_t_r >=  bar_y_b_r - BALL_SIZE ) ) begin 
               ball_y_offset <= BALL_Y_V ;                    
               v_hit_r       <= 1'b1;  
            end  
         end   
      end    
   end 
   always @( posedge clk ) begin 
      if ( rst ) begin 
         ball_y_b_reg <= MAX_Y/2  ;  
      end else if ( update_allow_frist_pluse ) begin 
         ball_y_b_reg <= ball_y_b_reg + ball_y_offset ;  
      end
   end   
   always @( posedge clk ) begin 
      if (  update_allow_first_pluse_16dly ) begin  
         ball_y_t_r  <= ball_y_b_reg - BALL_SIZE + 1'b1 ; 
         ball_y_b_r  <= ball_y_b_reg ; 
      end   
   end 
   always @( posedge clk ) begin 
      if ( rst ) begin 
         ball_x_offset <= -BALL_X_V ;                   
         h_hit_r       <= 1'b0 ;   
         miss_r        <= 1'b0 ; 
      end else begin 
         h_hit_r       <= 1'b0 ;   
         miss_r        <= 1'b0 ; 
         if ( ball_x_r_reg <  BALL_SIZE ) begin      
            ball_x_offset <= BALL_X_V ;                    
         end else if ( ball_x_r_reg > ( MAX_X - 1 ) ) begin      
            ball_x_offset <= -BALL_X_V ;                   
            miss_r        <= 1'b1 ; 
         end else if (  ( ( ball_y_b_r -3 )  >= bar_y_t_r ) && ( ( ball_y_t_r + 3 ) <= bar_y_b_r ) )  begin 
            if ( ( ball_x_l_r <= ( bar_x_r + 1 ) ) && ( ball_x_l_r >=  ( bar_x_r - 1 ) ) ) begin 
               ball_x_offset <= BALL_X_V ;                    
               h_hit_r       <= 1'b1 ;   
            end else if ( ( ball_x_r_r <= ( bar_x_l + 1 ) ) && ( ball_x_r_r >=  ( bar_x_l - 1 ) ) ) begin 
               ball_x_offset <= -BALL_X_V ;                   
               h_hit_r       <= 1'b1 ;   
            end   
         end    
      end
   end 
   always @( posedge clk ) begin 
      if ( rst ) begin 
         ball_x_r_reg <= MAX_X  ;  
      end else if ( update_allow_frist_pluse ) begin 
         ball_x_r_reg <= ball_x_r_reg + ball_x_offset ;  
      end
   end   
   always @( posedge clk ) begin 
      if ( update_allow_first_pluse_16dly ) begin  
         ball_x_l_r  <= ball_x_r_reg - BALL_SIZE + 1'b1 ; 
         ball_x_r_r  <= ball_x_r_reg ; 
      end   
   end 
   always @( posedge clk ) begin  
      if ( v_hit_r | h_hit_r ) begin 
         hit_r   <= 1'b1 ; 
      end else begin 
         hit_r   <= 1'b0 ; 
      end
   end
   assign   hit   =  hit_r ; 
   assign   miss  =  miss_r;
endmodule 
</file>
<file path="run.sh">
#!/bin/bash
# OpenROAD 26Q1-2900-gdf79404cd8, Yosys 0.63+post, stock flow scripts
make -C /OpenROAD-flow-scripts/flow DESIGN_CONFIG=/design/flow/config.mk WORK_HOME=/design/flow/orfs finish
</file>
==> run notes <==
run metrics: area of the mapped netlist 6977 um^2, Worst Path Arrival 3460 ps, Synth Flop Type edfxtp_1, logic gate share of total power 36.9%, Tot GR Track Use 13.53%, worst vdd ir 0.1656 mV, IO buf count 69, initial antenna violation count 0, row cnt 55, critical path launch point type flop, switching share of power 33.64%, status finished clean, switching power 1.061 mW, Post-synth ARST share 0%, Routed WL 15600 um, Synth warnings 1, DP Area 7682 um^2, Clock Skew 5.210 ps, dpl cells 1081, vias in the first global route 4750, CP max-delay cell edfxtp_1, chip area 23870 um^2, total grt overflow 0, vias per cell 4.800, max frequency 0.3080 GHz, Final min period 3247 ps, final non-filler cell total 1097, Iter 0 DRT Violations 342, layout cells sized above 1 2.956%, Area Growth Syn to Fin 14.15%, hold-fix buffers at CTS 0, Setup Crit Path Kind reg2reg, Reg clk slew, reported paths 60 ps, Worst Max-Slew Pin Slew 911.2 ps, # diodes 0, Pre-antenna DRT Iters 4, DR WL/cell 14.22 um, Final ANT Viol Nets 0, setup TNS 0 ps, Design Area, Final 7964 um^2, HPWL after detailed placement 12190 um, root buffer selected by CTS clkbuf_16, max incr delay on CP 560 ps, Max-Cap Viols 0, post-layout period usage 70.58%, Yosys reg bits 95, die height 154.5 um, final hold vios 0, H-tree levels 3, unrepaired setup endpoints after global routing false, Slew Limit Fails 0, I/O pin total 140, Synth Instances 745, global-route wire length before repair 25210 um, Crit Path Max Fanout 9, Worst slew margin 39.03%, Sink Count 95, Syn Area/Cell 9.365 um^2, drc violations 0, TritonCTS clock tree built, Crit. End Element flop, Max clock buf depth 2, critical-path cell list inv_1 -> ha_1 -> nand2_1 -> or3_1 -> xnor2_1 -> ha_1 -> a21o_1 -> a21o_1 -> a22o_1 -> o311ai_1 -> nand2b_1 -> mux2i_1, Core ar. 22710 um^2, Setup violations, final 0, Clock Power Share 22.5%, Latency at later pin 330 ps, largest net degree at the start of global routing 59, Hold WC Path Type reg2reg, Leakage 3.303 nW, post-CTS sizing 0, Horiz. Die Dim 154.5 um, Design Power 3.153 mW, total CTS buffers 9, Post-synth EDFFs 58, vias after detailed routing 5266, Power Density 396.0 nW/um^2, Cell Type Count 66, Post-CTS Setup Inserts 0, Final GP Congestion 0.8834, Post-synth seq share 35.58%, Int Pwr 2.093 mW, cell count in the Yosys report 745, Yosys Chip Area 6977 um^2, Log Warnings 33, register share of total power 40.6%, Req. time, crit path 4820 ps, FP Core Util 30.72%
-- logic make-up (layout without fill, tap and decap cells) --
family | Yosys count | count (layout) | synth area share [%]
xor gates and xnor gates | 60 | 60 | 7.532
other | 2 | 70 | 0.1076
DFF | 95 | 95 | 35.58
buffers and inverters | 141 | 140 | 11.60
adders and majority gates | 83 | 83 | 15.10
and+or+nand+nor | 197 | 197 | 13.74
AOI/OAI and AO/OA | 161 | 161 | 15.48
muxes | 6 | 6 | 0.8609
-- per-stage QoR --
step / hold slack, ps / setup WS, ps / util [%]
after floorplan: 389.5 / 1837 / -
after global placement: 413.3 / 1310 / 33.83
after detailed placement: 402.7 / 1272 / 33.83
after CTS: 419.1 / 1248 / 35.07
after global routing: 442.5 / 1060 / 35.07
final: 415.2 / 1353 / 35.07
-- per-layer routing --
metal	routed length, um	GRT usage (%)
met2	7238	21.76
met1	7317	20.17
met5	0	0
met3	865	2.255
met4	176	1.556
-- cell type report --
cell class | count | area [um^2]
clock buffers | 11 | 232.7
multi-input cells | 577 | 3940
inverters | 52 | 195.2
flip-flops and latches | 95 | 2482
clock inverters | 5 | 48.80
well taps | 285 | 356.6
repair buffers | 72 | 708.2
fillers | 2251 | 14750
-- power by group through the flow --
stage / Combinational, mW / Clock [mW] / Sequential (mW)
final: 1.16 / 0.708 / 1.28
after global routing: 1.33 / 0.759 / 1.31
after CTS: 1.17 / 0.727 / 1.29
-- cell usage after synthesis, types with 3 or more instances --
master / count / area share, %
or2_2: 3 / 0.27
a211o_1: 5 / 0.63
nand4_1: 8 / 0.72
o21ai_0: 32 / 2.3
dfxtp_1: 37 / 11
xnor2_1: 39 / 4.9
o21a_1: 6 / 0.65
a22oi_1: 3 / 0.32
o32ai_1: 5 / 0.63
ha_1: 81 / 15
a2111oi_0: 3 / 0.38
xor2_1: 21 / 2.6
inv_1: 52 / 2.8
mux2i_1: 6 / 0.86
nand3_1: 23 / 1.6
nor2b_1: 8 / 0.72
o22ai_1: 6 / 0.54
buf_4: 74 / 8.0
a211oi_1: 14 / 1.5
o211ai_1: 5 / 0.54
o31ai_1: 6 / 0.65
o21ai_1: 3 / 0.22
a21o_1: 8 / 0.86
nand2b_1: 5 / 0.45
a21oi_1: 38 / 2.7
nor2_1: 53 / 2.9
nand2_1: 40 / 2.2
nor4_1: 3 / 0.27
or4_1: 4 / 0.43
and3_1: 7 / 0.63
nor3_1: 27 / 1.9
edfxtp_1: 58 / 25
clkbuf_1: 13 / 0.70
or3_1: 8 / 0.72
o21bai_1: 4 / 0.43
-- path summary, 6_finish.rpt --
| check | startpoint | slack, ps | end | depth (start not counted) |
|---|---|---|---|---|
| worst max-delay path | ball_y_t_r[2] | 1350 | ball_x_offset[9] | 12 |
| worst min-delay path | h_hit_r | 420 | hit_r | 1 |
| worst max register to register | ball_y_t_r[2] | 1350 | ball_x_offset[9] | 12 |
| worst min register to register | h_hit_r | 420 | hit_r | 1 |
-- layout by cell type (no fill, tap or decap), types with 27 or more instances in the layout --
| cell | count |
|---|---|
| a21oi_1 | 38 |
| clkdlybuf4s50_1 | 68 |
| conb_1 | 70 |
| dfxtp_1 | 37 |
| edfxtp_1 | 58 |
| ha_1 | 81 |
| inv_1 | 52 |
| nand2_1 | 40 |
| nor2_1 | 53 |
| nor3_1 | 27 |
| o21ai_0 | 32 |
| xnor2_1 | 39 |
-- worst max-delay path, delay by kind of cell (launching register included) --
kind | cells | cell delay, ps
flops | 1 | 560
buf+inv | 1 | 190
mux | 1 | 130
simple gates | 3 | 560
compound gates | 4 | 1060
fa+ha+maj | 2 | 490
xor+xnor | 1 | 140
Power and IR drop assume default switching activity.
