[flow/design.v]
module object (
   input  wire        clk,
   input  wire        rst,
   input  wire [9:0]  pixel_x,
   input  wire [9:0]  pixel_y,
   input  wire [9:0]  wall_x_l,
   input  wire [9:0]  wall_x_r,
   input  wire [9:0]  wall_y_t,
   input  wire [9:0]  wall_y_b,
   input  wire [9:0]  bar_x_l,
   input  wire [9:0]  bar_x_r,
   input  wire [9:0]  bar_y_t,
   input  wire [9:0]  bar_y_b,
   input  wire [9:0]  ball_x_l,
   input  wire [9:0]  ball_x_r,
   input  wire [9:0]  ball_y_t,
   input  wire [9:0]  ball_y_b,
   output reg         object_on,
   output reg [2:0]   object_color      
);   
parameter BLACK = 3'b000; 
parameter BLUE  = 3'b001; 
parameter GREEN = 3'b010; 
parameter CYAN  = 3'b011; 
parameter RED   = 3'b100; 
parameter MAGENTA  = 3'b101; 
parameter YELLOW = 3'b110; 
parameter WHITE = 3'b111; 
parameter TEXT_LOGO_BIT  = 0; 
parameter TEXT_SCORE_BIT = 1; 
parameter TEXT_OVER_BIT  = 2; 
   parameter MAX_Y   =  480;
   parameter MAX_X   =  640;  
   reg  [9:0]   pixel_x_r, pixel_y_r;
   reg  [9:0]   pixel_x_wall, pixel_y_wall;
   reg  [9:0]   pixel_x_bar, pixel_y_bar;
   reg  [9:0]   pixel_x_ball, pixel_y_ball;
   reg  [9:0]   pixel_x_line, pixel_y_line;
   reg  wall_x_on_l, wall_x_on_r, wall_y_on_t, wall_y_on_b,  wall_on_r ; 
   reg  bar_x_on_l, bar_x_on_r, bar_y_on_t, bar_y_on_b,  bar_on_r ; 
   reg  ball_x_on_l, ball_x_on_r, ball_y_on_t, ball_y_on_b,  ball_on_r ; 
   reg  line_x_on_l, line_x_on_r, line_y_on_t, line_y_on_b, line_on_r ;  
   reg  [2:0]  ball_x_pixel_offset ; 
   wire [2:0]  ball_y_pixel_offset; 
   reg  [7:0]  ball_y_pixel_on;
   wire        ball_pixel_on ; 
   wire [2:0]  wall_color, bar_color, ball_color, line_color, background_color  ; 
   always @ (posedge clk ) begin 
      pixel_x_r      <= pixel_x;
      pixel_y_r      <= pixel_y;
      pixel_x_wall   <= pixel_x_r ; 
      pixel_y_wall   <= pixel_y_r ; 
      pixel_x_bar    <= pixel_x_r ; 
      pixel_y_bar    <= pixel_y_r ; 
      pixel_x_ball   <= pixel_x_r ; 
      pixel_y_ball   <= pixel_y_r ; 
      pixel_x_line   <= pixel_x_r ; 
      pixel_y_line   <= pixel_y_r ;
   end
   assign   background_color  =  BLACK ; 
   assign line_color = WHITE;  
   always @( posedge clk ) begin  
      if ( pixel_x_line == 0 ) begin 
         line_x_on_l <= 1'b1 ; 
      end else begin 
         line_x_on_l <= 1'b0 ; 
      end
      if ( pixel_x_line == (MAX_X-1) ) begin 
         line_x_on_r <= 1'b1 ; 
      end else begin 
         line_x_on_r <= 1'b0 ; 
      end
      if ( pixel_y_line == 0 ) begin 
         line_y_on_t <= 1'b1 ; 
      end else begin 
         line_y_on_t <= 1'b0 ; 
      end
      if ( pixel_y_line == ( MAX_Y-1)  ) begin 
         line_y_on_b <= 1'b1 ; 
      end else begin 
         line_y_on_b <= 1'b0 ; 
      end
   end
   always @( posedge clk ) begin    
      if ( line_x_on_l | line_x_on_r | line_y_on_t | line_y_on_b ) begin  
         line_on_r   <= 1'b1 ; 
      end else begin 
         line_on_r   <= 1'b0 ; 
      end
   end
   assign wall_color = BLUE;  
   always @( posedge clk ) begin  
      if ( wall_x_l  <= pixel_x_wall ) 
         wall_x_on_l <= 1'b1; 
      else    
         wall_x_on_l <= 1'b0; 
      if ( pixel_x_wall <= wall_x_r )    
         wall_x_on_r <= 1'b1; 
      else    
         wall_x_on_r <= 1'b0; 
      if ( wall_y_t  <= pixel_y_wall )     
         wall_y_on_t <= 1'b1; 
      else    
         wall_y_on_t <= 1'b0; 
      if ( pixel_y_wall <= wall_y_b )    
         wall_y_on_b <= 1'b1; 
      else    
         wall_y_on_b <= 1'b0; 
   end 
   always @ (posedge clk ) begin 
      if ( rst ) begin
         wall_on_r  <= 1'b0;
      end else if ( wall_x_on_l & wall_x_on_r & wall_y_on_t & wall_y_on_b ) begin 
         wall_on_r  <= 1'b1; 
      end else begin   
         wall_on_r  <= 1'b0; 
      end   
   end 
   assign bar_color = GREEN;  
   always @( posedge clk ) begin  
      if ( bar_x_l  <= pixel_x_bar ) 
         bar_x_on_l <= 1'b1; 
      else    
         bar_x_on_l <= 1'b0; 
      if ( pixel_x_bar <= bar_x_r )    
         bar_x_on_r <= 1'b1; 
      else    
         bar_x_on_r <= 1'b0; 
      if ( bar_y_t  <= pixel_y_bar )     
         bar_y_on_t <= 1'b1; 
      else    
         bar_y_on_t <= 1'b0; 
      if ( pixel_y_bar <= bar_y_b )    
         bar_y_on_b <= 1'b1; 
      else    
         bar_y_on_b <= 1'b0; 
   end 
   always @ (posedge clk ) begin 
      if ( rst ) begin
         bar_on_r  <= 1'b0;
      end else if ( bar_x_on_l  & bar_x_on_r & bar_y_on_t & bar_y_on_b ) begin 
         bar_on_r  <= 1'b1; 
      end else begin   
         bar_on_r  <= 1'b0; 
      end   
   end 
   assign ball_color = YELLOW;  
   always @( posedge clk ) begin  
      if ( ball_x_l  <= pixel_x_ball ) 
         ball_x_on_l <= 1'b1; 
      else    
         ball_x_on_l <= 1'b0; 
      if ( pixel_x_ball <= ball_x_r )    
         ball_x_on_r <= 1'b1; 
      else    
         ball_x_on_r <= 1'b0; 
      if ( ball_y_t  <= pixel_y_ball )     
         ball_y_on_t <= 1'b1; 
      else    
         ball_y_on_t <= 1'b0; 
      if ( pixel_y_ball <= ball_y_b )    
         ball_y_on_b <= 1'b1; 
      else    
         ball_y_on_b <= 1'b0; 
   end 
   always @( posedge clk ) begin  
      ball_x_pixel_offset <= pixel_x_ball[2:0] - ball_x_l[2:0] ; 
   end
   assign   ball_y_pixel_offset = pixel_y_ball[2:0] - ball_y_t[2:0] ; 
   always @( posedge clk ) begin  
      case ( ball_y_pixel_offset ) 
         0  : ball_y_pixel_on <= 8'b00111100 ; 
         1  : ball_y_pixel_on <= 8'b01111110 ; 
         2  : ball_y_pixel_on <= 8'b11111111 ; 
         3  : ball_y_pixel_on <= 8'b11111111 ; 
         4  : ball_y_pixel_on <= 8'b11111111 ; 
         5  : ball_y_pixel_on <= 8'b11111111 ; 
         6  : ball_y_pixel_on <= 8'b01111110 ; 
         7  : ball_y_pixel_on <= 8'b00111100 ; 
         default : ball_y_pixel_on <= 8'b00000000 ; 
      endcase 
   end    
   assign ball_pixel_on =  ball_y_pixel_on[ ball_x_pixel_offset ] ;   
   always @ (posedge clk ) begin 
      if ( rst ) begin
         ball_on_r  <= 1'b0;
      end else if ( ball_x_on_l & ball_x_on_r & ball_y_on_t & ball_y_on_b  & ball_pixel_on ) begin 
         ball_on_r  <= 1'b1; 
      end else begin   
         ball_on_r  <= 1'b0; 
      end   
   end 
   always @( posedge clk ) begin  
      if ( rst ) begin 
            object_color   <= background_color ;
      end else begin
         if ( ball_on_r )  
            object_color   <= ball_color ;
         else if ( bar_on_r )  
            object_color   <= bar_color ;
         else if ( wall_on_r )  
            object_color   <= wall_color ;
         else if ( line_on_r )  
            object_color   <= line_color ;
         else 
            object_color   <= background_color ;
      end 
   end 
   always @( posedge clk ) begin  
      if ( rst )  
         object_on   <= 1'b0; 
      else if ( ball_on_r | bar_on_r | wall_on_r | line_on_r )  
         object_on   <= 1'b1; 
      else    
         object_on   <= 1'b0; 
   end       
endmodule 
[flow/run.sh]
#!/bin/bash
# OpenROAD 26Q1-2900-gdf79404cd8, Yosys 0.63+post, stock flow scripts
make -C /OpenROAD-flow-scripts/flow DESIGN_CONFIG=/design/flow/config.mk WORK_HOME=/design/flow/orfs finish
[flow/config.mk]
export PLATFORM = sky130hd
export DESIGN_NAME = object
export DESIGN_NICKNAME = object
export VERILOG_FILES = /design/flow/design.v
export SDC_FILE = /design/flow/constraint.sdc
export NUM_CORES = 4
export LEC_CHECK = 1
export CORE_UTILIZATION = 40
[flow/constraint.sdc]
current_design object

set clk_period 3.1
set clk_io_pct 0.2

create_clock -name clk0 -period $clk_period [get_ports {clk}]

set non_clock_inputs [all_inputs -no_clocks]
set_input_delay [expr $clk_period * $clk_io_pct] -clock clk0 $non_clock_inputs
set_output_delay [expr $clk_period * $clk_io_pct] -clock clk0 [all_outputs]
==> summary.txt <==
Implementation results

The flow ran to the end, and the final reports show no timing, DRC or antenna violations. The initial antenna violation count is 0. Post-CTS repair changed the size of 0 cells.

The post-synthesis chip area from yosys is 0.00466 mm2. The routed layout reports a DRC error count of 0. The first-pass detailed-route iteration total is 4. With fillers left out, the area of the finished cells amounts to 0.00662 mm2. Derived from the worst setup path, the maximum achievable clock frequency is 522 MHz. The clock passes through at most 2 buffers. Counting endpoints that fail hold in the final report gives 0. The area of the core is 0.0114 mm2. The first global-routing pass estimated 18.1 mm of wire. The number of clock sinks seen by CTS is 69. The residual overflow from global routing is 0. The mean post-synth cell area is 9.33 um2. The detailed-route wire length per cell is 14.2 um.

The horizontal extent of the die is 110 um. The H-tree level count is 3. The post-synth tally of flip-flops with integrated enable is 0. The worst slew margin relative to its limit is 0.701. Detailed placement reports a standard cell area of 0.00629 mm2.

The leakage power summed over all cells is 3.13 nW. Pin placement for this block handled 146 I/O pins. The endpoint of the worst hold path is pixel_y_line[0]. The endpoint arrival time on the critical path is 2.13 ns.

For this run, the number of Yosys warnings is 1. The worst setup path is captured at a flip-flop. The final timing summary puts the cycle share of the worst path at 0.618. The routed layout has 3992 vias. The number of OpenROAD warnings is 31. The vertical die dimension is 110 um. The power density over the cells is 405 mW/mm2. The total negative setup slack is 0 ns.

The critical path is of the in -> reg type. The number of antenna cells inserted is 0. For this configuration, the core starts out at a cell density of 0.410.

The DRC marker count from the first detailed-route iteration is 126. Summed over all layers, the routed wires come to 11.4 mm. In the global route stage, overall resource usage came out at 0.201.

For the pin with the worst max-slew slack, the measured transition is 0.444 ns. The number of library cell types mapped by synthesis is 22. The number of hold buffers added after CTS was 0. The count of endpoints failing setup in the final report is 0. The total CTS buffers is 9. The total cells reported by yosys after synthesis is 500. Looking at the cell usage after synthesis, the top flip-flop cell is dfxtp_1. The final weighted congestion recorded by global placement is 0.866. In this run the worst hold path is classified as reg -> reg. In this run the clock root is driven by a clkbuf_16. In this run the remaining antenna-violating nets after routing total 0.

Setup repair after global routing left no endpoint under its margin. The clock tree from TritonCTS is yes. For this run, asynchronously set or reset flops after synthesis account for 0. Pins over their slew limit in the final report were tallied at 0. STA shows the worst reg2reg path with a cell count of 6. The number of maximum-capacitance violations recorded for the run is 0. The floorplan step defined a die boundary enclosing 0.0121 mm2. The latest clock arrival within the worst-skew pair is 0.32 ns.

The design draws 2.68 mW. The capture point of the worst reg-to-reg path is ball_y_pixel_on[6]. Entering global routing, the biggest net connects 13 pins. The number of global-route vias before repair was 3921. The instance tally after logic synthesis is 500. The synthesized netlist occupies a cell area of 0.00466 mm2.

The mean number of vias per cell is 4.97. The maximum ir drop on the vdd rail is 0.373 mV. The final clock skew is 0.00572 ns. The worst slack on hold paths is 0.324 ns. The final critical path time including I/O delays and setup is 1.92 ns. The critical-path maximum fanout is 3. The category of the worst setup path launch point is an input pin. The fraction of layout cells with a size suffix above 1 is 0.0590. Between the synthesized netlist and the finished layout, the area growth was recorded as 42.0%. For the worst min-delay path, the startpoint reported by OpenROAD is pixel_y_r[0]. The number of port buffers is 145.

The worst hold path was traced through 0 stages. The initialized floorplan defines 39 standard-cell rows. The HPWL after detailed placement is 9.60 mm. On the reported timing paths, the clock transition at the registers reads 0.05 ns. The proportion of synthesized chip area in sequential cells is 0.296. The flop-to-flop setup slack is 1.23 ns. The source of the worst register-to-register timing path is pixel_y_line[0].

The data required time of the critical path is 3.31 ns. The synthesized design contains 69 register bits. The number of setup buffers added after CTS is 0.
synth_stat cells (2+ instances only):
master	count	area [um2]
ha_1	124	1550
inv_1	96	360
dfxtp_1	69	1380
a21oi_1	40	200
nand4_1	35	219
nor2_1	33	124
nand3_1	25	125
nor3_1	13	65.1
a211oi_2	12	150
a21o_1	12	90.1
o21ai_0	12	60.1
o41ai_2	12	195
nor4_1	6	37.5
fa_1	2	40.0
xor2_1	2	17.5
worst max-delay path, stage by stage:
cell             delay (ns)
clkdlybuf4s50_1        0.46
ha_1                   0.23
fa_1                   0.37
xor2_1                 0.23
and3_1                 0.18
nor2_1                 0.04
where the power goes:
group	internal, mW	switching (mW)	total, mW	leakage (nW)
clock network	0.727	0.369	1.10	0.152
logic	0.339	0.239	0.578	2.40
registers	0.956	0.0505	1.01	0.578
total	2.02	0.658	2.68	3.13
state kept, by name, indices dropped and copies added (netlist names), 2 cells and up:
signal,flops
ball_x_pixel_offset,3
pixel_x_line,10
object_color,3
pixel_y_line,10
pixel_x_r,10
pixel_y_r,10
ball_y_pixel_on,2
placed cells by master, fill, tap and decap left out, types with 2 or more instances in the layout:
master | netlist | layout
xor2_1 | 2 | 2
dfxtp_1 | 69 | 69
a211oi_2 | 12 | 12
a21o_1 | 12 | 12
inv_1 | 96 | 96
nor2_1 | 33 | 33
o41ai_2 | 12 | 12
clkinvlp_4 | 0 | 2
ha_1 | 124 | 124
a21oi_1 | 40 | 40
clkdlybuf4s50_1 | 0 | 145
nand3_1 | 25 | 25
fa_1 | 2 | 2
nand4_1 | 35 | 35
bufinv_16 | 0 | 2
nor3_1 | 13 | 13
nor4_1 | 6 | 6
clkbuf_16 | 0 | 9
o21ai_0 | 12 | 12
final cells by class:
type                            count  area (um2)
Sequential cell                    69        1380
Clock buffer                       11         243
Multi-Input combinational cell    335        2920
Tap cell                          143         179
Timing Repair Buffer              145        1450
Inverter                           96         360
Clock inverter                      5        83.8
Fill cell                         967        4750
layer usage:
metal / GRT usage / vias to the layer above / wire length [um]
met1: 0.292 / 1761 / 5520
met2: 0.331 / 100 / 5240
met4: 0.0200 / 0 / 104
li1: - / 2122 / -
met5: 0 / - / 0
met3: 0.0318 / 9 / 524
stage by stage:
step,cells,util,worst slack (ns)
6_report,804,0.582,1.18
5_1_grt,804,0.582,1.11
4_1_cts,804,0.582,1.19
3_5_place_dp,788,0.554,0.850
3_3_place_gp,788,0.554,0.849
2_1_floorplan,500,-,1.38
worst max path at each step:
stage            from                 end  depth (start not counted)
6_report  ball_y_t[0]  ball_y_pixel_on[6]                          6
5_1_grt   ball_y_t[0]  ball_y_pixel_on[6]                          6
4_1_cts   ball_y_t[0]  ball_y_pixel_on[6]                          6
kinds of logic after synthesis:
kind of cell,count (synthesis),synth area share
and+or+nand+nor,118,0.130
buffers and inverters,96,0.0773
xor gates and xnor gates,3,0.00564
AOI/OAI and AO/OA,88,0.149
DFF,69,0.296
adders and majority gates,126,0.341
No activity file was given, so power comes from the tool's default toggle rates.
