`design/flow/design.v`:
```
module vga_sync_gen #( parameter 
   X_PIXEL_N_BITS = 11 ,    
   Y_PIXEL_N_BITS = 11
) (            
   input wire       clk,
   input wire       rst,
   output reg       h_sync_r,
   output reg       v_sync_r,
   output reg       vga_on_r,
   output reg       ref_tick, 
   output reg [X_PIXEL_N_BITS-1 : 0 ] pixel_x_r,
   output reg [Y_PIXEL_N_BITS-1 : 0 ] pixel_y_r
);      
   localparam HLB = 144  ; 
   localparam HD  = 1024 ; 
   localparam HRB = 24  ; 
   localparam HTR = 136  ; 
   localparam HALL = HLB + HD + HRB + HTR ; 
   localparam VTB = 29  ;
   localparam VD  = 768 ;
   localparam VBB = 3   ;
   localparam VTR = 6   ;
   localparam VALL = VTB + VD + VBB + VTR ;
   reg [X_PIXEL_N_BITS-1 : 0 ] h_sync_cnt;
   reg [Y_PIXEL_N_BITS-1 : 0 ] v_sync_cnt;
   wire h_sync_end, v_sync_end ; 
   assign h_sync_end = ( h_sync_cnt == ( HALL - 1 ) ) ;
   always @( posedge clk ) begin 
      if ( rst ) begin 
         h_sync_cnt <= 'd0;  
      end else begin
         if ( h_sync_end ) begin 
            h_sync_cnt  <= 'd0 ; 
         end else begin 
            h_sync_cnt <= h_sync_cnt + 1'b1 ;  
         end   
      end    
   end 
   always @( posedge clk ) begin 
      if ( rst ) begin 
         h_sync_r <= 1'b0 ; 
      end else begin 
         if ( ( h_sync_cnt >= ( HD + HRB ) ) && ( h_sync_cnt <= ( HD + HRB + HTR - 1 ) ) ) begin 
            h_sync_r <= 1'b1; 
         end else begin  
            h_sync_r <= 1'b0;
         end 
      end 
   end 
   assign v_sync_end = ( v_sync_cnt == ( VALL - 1 ) ) ;
   always @( posedge clk ) begin 
      if ( rst ) begin 
         v_sync_cnt <= 'd0;  
      end else if ( h_sync_end ) begin
         if ( v_sync_end ) begin 
            v_sync_cnt  <= 'd0 ; 
         end else begin 
            v_sync_cnt <= v_sync_cnt + 1'b1 ;  
         end   
      end      
   end 
   always @( posedge clk ) begin 
      if ( rst ) begin 
         v_sync_r <= 1'b0 ; 
      end else begin 
         if ( ( v_sync_cnt >= ( VD + VBB ) ) && ( v_sync_cnt <= ( VD + VBB + VTR - 1 ) ) ) begin 
            v_sync_r <= 1'b1; 
         end else begin  
            v_sync_r <= 1'b0;
         end 
      end 
   end 
   always @( posedge clk ) begin 
      if ( rst ) begin 
         vga_on_r <= 1'b0 ; 
      end else begin 
         if ( ( h_sync_cnt < HD ) && ( v_sync_cnt < VD ) )
            vga_on_r <= 1'b1 ; 
         else    
            vga_on_r <= 1'b0 ; 
      end 
   end 
   always @( posedge clk ) begin 
      pixel_x_r      <= h_sync_cnt ; 
      pixel_y_r      <= v_sync_cnt ; 
   end 
   always @( posedge clk ) begin  
      if ( rst ) begin 
         ref_tick <= 1'b0;
      end else if ( ( h_sync_cnt == 0 ) && ( v_sync_cnt == VD ) ) begin 
         ref_tick <= 1'b1 ; 
      end else begin  
         ref_tick <= 1'b0 ; 
      end 
   end      
endmodule 
```
`design/flow/run.sh`:
```
#!/bin/bash
# OpenROAD 26Q1-2900-gdf79404cd8, Yosys 0.63+post, stock flow scripts
make -C /OpenROAD-flow-scripts/flow DESIGN_CONFIG=/design/flow/config.mk WORK_HOME=/design/flow/orfs finish
```
`design/flow/config.mk`:
```
export PLATFORM = sky130hd
export DESIGN_NAME = vga_sync_gen
export DESIGN_NICKNAME = vga_sync_gen
export VERILOG_FILES = /design/flow/design.v
export SDC_FILE = /design/flow/constraint.sdc
export NUM_CORES = 4
export LEC_CHECK = 1
export CORE_AREA = 10 10 105 105
export DIE_AREA = 0 0 115 115
```
`design/flow/constraint.sdc`:
```
current_design vga_sync_gen

set clk_period 5.1
set clk_io_pct 0.2

create_clock -name clk0 -period $clk_period [get_ports {clk}]

set non_clock_inputs [all_inputs -no_clocks]
set_input_delay [expr $clk_period * $clk_io_pct] -clock clk0 $non_clock_inputs
set_output_delay [expr $clk_period * $clk_io_pct] -clock clk0 [all_outputs]
```
==> run notes <==
TritonCTS built the clock tree. Buffers placed on the I/O ports in this run total 27. The worst setup path is launched from a register. For this block, the initial DRC count from the detailed router was 92. The script parses the final routing iteration and logs DRC violations as 0. The number of warnings in the stage logs came out at 28. The floorplan step set the die height to 115 um. With the power share of the clock group at 0.363, the biggest fanout along the worst timing path is 11.

The tools report the total routing resource utilization after global routing as 0.0533. The post-synthesis share of cell area spent on xor and xnor gates was 0.0664; the tightest slew margin relative to the limit was 0.678. For this run, the detailed router reports a per-instance via density of 4.08. The sequential group share of total power was 0.612; the mux contribution to synthesized area was 0.00584. For the quantity of hold-fixing buffers added after cts, the log shows 0. The tools report the data arrival time of the critical path as 2.40 ns. The region available for standard cell placement spans 0.00876 mm2.

The critical path in the final layout is reported with a setup slack of 2.89 ns. Setup repair after global routing left no endpoint under its margin. The worst min-delay path category is register to register. The number of clock buffers added by TritonCTS is 5. The final clock period utilization by the worst path is 0.433.

With the initial antenna violation count at 0, the layout-stage area growth over the synthesis result is 27.3%. The run gives 0.561 for the top cell type's share of synthesized area. The die is 115 um wide. For the total wire length, the log shows 3.58 mm. The maximum clock path buffer count is 2, and the adder and majority gate portion of the synthesized area is 0.0365. Per the detail_route report, inserted antenna diodes total 0. The logs give 0.561 for the sequential fraction of the synthesis area and 163 for the number of instances in the synthesized netlist. Clock skew on the completed layout was measured at 0.00509 ns. The design draws 0.624 mW. The main area contributors are sky130_fd_sc_hd__dfxtp_1, sky130_fd_sc_hd__xor2_1, sky130_fd_sc_hd__nor2_1.

The run finished with clean final reports. CTS saw 48 sinks. OpenSTA, run right after detailed placement, puts the worst setup slack at 2.85 ns. The first global-routing pass estimated 5.90 mm of wire. Note, the detailed placer reported a final HPWL of 2.62 mm. The leakage component of the power was reported as 0.801 nW. The run gives 0 for the final-report hold violation count. The async set or reset register ratio after synthesis is 0. The mean post-synth cell area works out to 10.5 um2. The global route stage reports its total congestion overflow as 0.

For this sky-water flow run, the detailed-routed wirelength per cell is reported as 11.8 um. With the worst hold slack at 0.390 ns, the number of endpoints failing setup at the final stage is 0. Sorting the synthesized cells by how often they occur yields sky130_fd_sc_hd__dfxtp_1, sky130_fd_sc_hd__nor2_1, sky130_fd_sc_hd__xor2_1. The pin closest to its max-slew limit shows a slew of 0.470 ns. The aoi/oai-family share of the synthesized area is 0.0679, and the power density relative to cell area is 286 mW/mm2. The worst setup path is captured at a register. Yosys mapped a number of flops with a built-in enable equal to 0. In the Yosys report the total cell count is 163. With the flip-flop and latch count after synthesis at 48, the clock period minus final worst setup slack is 2.21 ns. After synthesis the cells add up to 0.00171 mm2.

The via count of the first global-routing pass was 1105; the post-route setup TNS was 0 ns. The clock reaches the later pin of the worst-skew pair after 0.30 ns. On the reported timing paths, the clock transition at the registers reads 0.08 ns. Post-CTS timing repair inserted 0 buffers for setup. The tools report the combinational cell fraction of total power as 0.025. Among the non-sequential cells, simple AND/OR/NAND/NOR gates take the most area.

The worst reg2reg path startpoint was h_sync_cnt[0]. The library cell used as clock root buffer was sky130_fd_sc_hd__clkbuf_8. The iteration count of the initial detailed-routing pass is 4, and the final weighted congestion in routability-driven placement is 0.832. The power report puts the net switching power at 0.128 mW. The final antenna-violating net count was 0; the final-report max-slew violation count was 0. The H-tree generated during clock tree synthesis spans 2 levels.

Upper clock frequency limit: 0.453 GHz. The leading register cell type out of synthesis was sky130_fd_sc_hd__dfxtp_1. The share of post-route cells with drive strength above 1 works out to 0.0825. According to the Yosys statistics, the synthesized design has a chip area of 0.00171 mm2. In the post-synthesis netlist, the cell with the most instances is sky130_fd_sc_hd__dfxtp_1. The run gives 34 for the floorplan row count. With the total via count in the routed design at 1231, the number of cells on the worst reg-to-reg path is 6.

Looking at the setup timing report, the critical path kind is register to register. The initial cell density of the core is 0.196, and the count of boundary I/O pins is 28. The maximum number of pins on one net before global-route repair is 15. The maximum resistive drop on vdd was 89.5 uV. Net switching fraction of the power: 0.205. The number of warnings printed during yosys synthesis came out at 1. Looking at area per cell type in the netlist, the leader is sky130_fd_sc_hd__dfxtp_1.

In this run the maximum-capacitance check reported violations numbering 0. The gate-level netlist out of Yosys references 36 unique cell types. Simple-gate share of the synthesized area: 0.230.

The tools report the launch point of the worst hold path as h_sync_cnt[1]. The internal portion of the total power is 0.496 mW. First element of the critical path: h_sync_cnt[0].

Post-CTS repair changed the size of 0 cells. The number of instances on the worst hold path came out at 0. Data on the critical path is required at its endpoint by 5.29 ns. For the total die area, the log shows 0.0132 mm2.
-- placed cells by master, fill, tap and decap left out, types with 6 or more instances in the layout --
cell type,synthesis,routed
sky130_fd_sc_hd__dfxtp_1,48,48
sky130_fd_sc_hd__clkdlybuf4s50_1,0,27
sky130_fd_sc_hd__nor2_1,18,18
sky130_fd_sc_hd__xor2_1,10,10
sky130_fd_sc_hd__nand2_1,9,9
sky130_fd_sc_hd__and3_1,8,8
sky130_fd_sc_hd__nand4_1,7,7
sky130_fd_sc_hd__nand3_1,6,6
sky130_fd_sc_hd__clkbuf_8,0,6
-- worst max-delay path, stage by stage, from the launching register on --
cell and delay [ns]:
sky130_fd_sc_hd__dfxtp_1 0.40, sky130_fd_sc_hd__ha_1 0.20, sky130_fd_sc_hd__and3_1 0.39, sky130_fd_sc_hd__nand3_2 0.29, sky130_fd_sc_hd__o41ai_1 0.41, sky130_fd_sc_hd__buf_4 0.24, sky130_fd_sc_hd__o21ba_2 0.17
-- worst paths after layout --
path / endpoint / slack (ns)
worst min-delay path: pixel_x_r[1] / 0.39
worst max-delay path: v_sync_cnt[9] / 2.89
worst max register to register: v_sync_cnt[9] / 2.89
worst min register to register: pixel_x_r[1] / 0.39
-- per-stage QoR --
stage | util | instances | area [um2]
after global placement | 0.238 | 294 | 2090
after global routing | 0.249 | 302 | 2180
final | 0.249 | 302 | 2180
after floorplan | - | 163 | 1710
after CTS | 0.249 | 302 | 2180
after detailed placement | 0.238 | 294 | 2090
-- registers in the layout, indices dropped and copies added (netlist names) --
| signal | flops |
|---|---|
| pixel_x_r | 11 |
| vga_on_r | 1 |
| h_sync_cnt | 11 |
| pixel_y_r | 11 |
| h_sync_r | 1 |
| v_sync_r | 1 |
| ref_tick | 1 |
| v_sync_cnt | 11 |
-- routing by layer --
| layer | part of all wire | track usage | vias to the layer above |
|---|---|---|---|
| met5 | 0 | 0 | - |
| met1 | 0.46 | 0.0739 | 564 |
| li1 | - | - | 629 |
| met3 | 0.075 | 0.0185 | 5 |
| met4 | 0.022 | 0.00990 | 0 |
| met2 | 0.44 | 0.0800 | 33 |
-- layout make-up --
class	count	area, um2
clock buffer	6	82.6
clock inverter	2	10.0
fill	931	6580
inverter	5	18.8
multi-input combinational	105	697
sequential	48	961
tap	108	135
timing repair buffer	28	278
-- power by group through the flow --
stage | Clock, mW | Sequential [mW] | Combinational, mW
finish | 0.226 | 0.382 | 0.0158
global route | 0.251 | 0.383 | 0.0183
CTS | 0.233 | 0.382 | 0.0165
-- kinds of logic (layout without fill, tap and decap cells) --
| kind of cell | count (synthesis) | after routing |
|---|---|---|
| and+or+nand+nor | 69 | 69 |
| adders and majority gates | 5 | 5 |
| AOI/OAI and AO/OA | 17 | 17 |
| muxes | 1 | 1 |
| buffers and inverters | 10 | 41 |
| xor gates and xnor gates | 13 | 13 |
| DFF | 48 | 48 |
No activity file was given, so power comes from the tool's default toggle rates.
